--- design/flow/run.sh ---
#!/bin/bash
# OpenROAD 26Q1-2900-gdf79404cd8, Yosys 0.63+post, stock flow scripts
make -C /OpenROAD-flow-scripts/flow DESIGN_CONFIG=/design/flow/config.mk WORK_HOME=/design/flow/orfs finish
--- design/flow/config.mk ---
export PLATFORM = sky130hd
export DESIGN_NAME = EXMEM
export DESIGN_NICKNAME = EXMEM
export VERILOG_FILES = /design/flow/design.v
export SDC_FILE = /design/flow/constraint.sdc
export NUM_CORES = 4
export LEC_CHECK = 1
export CORE_AREA = 10 10 201 201
export DIE_AREA = 0 0 211 211
--- design/flow/constraint.sdc ---
current_design EXMEM

set clk_period 1.0
set clk_io_pct 0.2

create_clock -name clk0 -period $clk_period [get_ports {CLOCK}]

set non_clock_inputs [all_inputs -no_clocks]
set_input_delay [expr $clk_period * $clk_io_pct] -clock clk0 $non_clock_inputs
set_output_delay [expr $clk_period * $clk_io_pct] -clock clk0 [all_outputs]
--- design/flow/design.v ---
module IFID
(
  input CLOCK,
  input [63:0] PC_in,
  input [31:0] IC_in,
  output reg [63:0] PC_out,
  output reg [31:0] IC_out
);
  always @(negedge CLOCK) begin
    PC_out <= PC_in;
    IC_out <= IC_in;
  end
endmodule
module IDEX
(
  input CLOCK,
  input [1:0] aluop_in, 	        
  input alusrc_in, 			          
  input isZeroBranch_in, 	        
  input isUnconBranch_in, 	      
  input memRead_in, 		          
  input memwrite_in, 		          
  input regwrite_in, 		          
  input mem2reg_in, 		          
  input [63:0] PC_in,
  input [63:0] regdata1_in,
  input [63:0] regdata2_in,
  input [63:0] sign_extend_in,
  input [10:0] alu_control_in,
  input [4:0] write_reg_in,
  output reg [1:0] aluop_out, 	 
  output reg alusrc_out, 		     
  output reg isZeroBranch_out, 	 
  output reg isUnconBranch_out,  
  output reg memRead_out, 		   
  output reg memwrite_out, 		   
  output reg regwrite_out,		   
  output reg mem2reg_out,		     
  output reg [63:0] PC_out,
  output reg [63:0] regdata1_out,
  output reg [63:0] regdata2_out,
  output reg [63:0] sign_extend_out,
  output reg [10:0] alu_control_out,
  output reg [4:0] write_reg_out
);
  always @(negedge CLOCK) begin
    aluop_out <= aluop_in;
    alusrc_out <= alusrc_in;
  	isZeroBranch_out <= isZeroBranch_in;
    isUnconBranch_out <= isUnconBranch_in;
  	memRead_out <= memRead_in;
 	  memwrite_out <= memwrite_in;
    regwrite_out <= regwrite_in;
  	mem2reg_out <= mem2reg_in;
    PC_out <= PC_in;
    regdata1_out <= regdata1_in;
    regdata2_out <= regdata2_in;
    sign_extend_out <= sign_extend_in;
  	alu_control_out <= alu_control_in;
  	write_reg_out <= write_reg_in;
  end
endmodule
module EXMEM
(
  input CLOCK,
  input isZeroBranch_in, 	 
  input isUnconBranch_in, 	 
  input memRead_in, 		 
  input memwrite_in, 		 
  input regwrite_in, 		 
  input mem2reg_in, 		 
  input [63:0] shifted_PC_in,
  input alu_zero_in,
  input [63:0] alu_result_in,
  input [63:0] write_data_mem_in,
  input [4:0] write_reg_in,
  output reg isZeroBranch_out, 	 
  output reg isUnconBranch_out,  
  output reg memRead_out, 		 
  output reg memwrite_out, 		 
  output reg regwrite_out,		 
  output reg mem2reg_out,		 
  output reg [63:0] shifted_PC_out,
  output reg alu_zero_out,
  output reg [63:0] alu_result_out,
  output reg [63:0] write_data_mem_out,
  output reg [4:0] write_reg_out
);
  always @(negedge CLOCK) begin
  	isZeroBranch_out <= isZeroBranch_in;
    isUnconBranch_out <= isUnconBranch_in;
  	memRead_out <= memRead_in;
 	memwrite_out <= memwrite_in;
    regwrite_out <= regwrite_in;
  	mem2reg_out <= mem2reg_in;
    shifted_PC_out <= shifted_PC_in;
    alu_zero_out <= alu_zero_in;
    alu_result_out <= alu_result_in;
    write_data_mem_out <= write_data_mem_in;
  write_reg_out <= write_reg_in;
  end
endmodule
module MEMWB
(
  input CLOCK,
  input [63:0] mem_address_in,
  input [63:0] mem_data_in,
  input [4:0] write_reg_in,
  input regwrite_in,
  input mem2reg_in,
  output reg [63:0] mem_address_out,
  output reg [63:0] mem_data_out,
  output reg [4:0] write_reg_out,
  output reg regwrite_out,
  output reg mem2reg_out
);
  always @(negedge CLOCK) begin
    regwrite_out <= regwrite_in;
    mem2reg_out <= mem2reg_in;
    mem_address_out <= mem_address_in;
    mem_data_out <= mem_data_in;
    write_reg_out <= write_reg_in;
  end
endmodule
module ID_Mux
(
  input [4:0] read1_in,
  input [4:0] read2_in,
  input reg2loc_in,
  output reg [4:0] reg_out
);
  always @(read1_in, read2_in, reg2loc_in) begin
    case (reg2loc_in)
        1'b0 : begin
            reg_out <= read1_in;
        end
        1'b1 : begin
            reg_out <= read2_in;
        end
        default : begin
            reg_out <= 1'bx;
        end
    endcase
  end
endmodule
module WB_Mux
(
  input [63:0] input1,
  input [63:0] input2,
  input mem2reg_control,
  output reg [63:0] out
);
  always @(*) begin
    if (mem2reg_control == 0) begin
      out <= input1;
    end
    else begin
      out <= input2;
    end
  end
endmodule
module Shift_Left
(
  input [63:0] data_in,
  output reg [63:0] data_out
);
  always @(data_in) begin
    data_out = data_in << 2;
  end
endmodule
module SignExtend
(
  input [31:0] inputInstruction,
  output reg [63:0] outImmediate
);
  always @(inputInstruction) begin
    if (inputInstruction[31:26] == 6'b000101) begin  
      outImmediate[25:0] = inputInstruction[25:0];
      outImmediate[63:26] = {64{outImmediate[25]}};
    end else if (inputInstruction[31:24] == 8'b10110100) begin  
      outImmediate[19:0] = inputInstruction[23:5];
      outImmediate[63:20] = {64{outImmediate[19]}};
    end else begin  
      outImmediate[9:0] = inputInstruction[20:12];
      outImmediate[63:10] = {64{outImmediate[9]}};
    end
  end
endmodule
==> changes_impl.md <==
## Implementation

* Status: complete, but fails checks
* Failing checks: setup timing
* Crit Path Max Fanout at 1
* Initial antenna violation count at 1
* Hold buffer count at cts at 0
* Logic cell area at 0 µm²
* Rel. slew slack at 0.822
* Final HPWL DP at 14,000 µm
* Flip-flops with a built-in enable at 0
* Cell variety after synth at 2
* Leakage at 4.80 nW
* Crit. Startpoint: alu_result_out[35]
* Dpl cell area at 8750 µm²
* Ratio of cells with drive above 1 in the final layout at 0.313
* Sw Share at 0.261
* Port bufs at 408
* Top area cells in the synthesized netlist: dfxtp_1 100%, inv_1 0.092%
* Global route overflow at 0
* Hold Path Sink: alu_result_out[37]
* MaxCap Viol Count at 0
* Syn avg cell area at 19.9 µm²
* Slowest cell on crit path: dfxtp_2
* CP startpoint kind: flop
* Cell taking the most area after synthesis: dfxtp_1
* Row count at 69
* Post-DRT Antenna Nets at 0
* Largest net degree at the start of global routing at 14
* Cell Int Power at 15.9 mW
* Clk pwr share at 0.537
* Synth Warn # at 1
* Fin. Hold Viols at 0
* Yosys cell count at 205
* Core area at 35,700 µm²
* Final core utilization at 0.260
* RSZ-0062 raised after global routing: yes
* Worst hold path type: input port to flop
* Log Warnings at 231
* Cell family with most CP delay: flip-flops
* Count leader, synth: dfxtp_1
* Crit end category: output port
* Crit path cell chain: buf_2
* WP data arrival at 1.49 ns
* Cells after synthesis at 205
* Post-synth regs at 204
* Fin area at 9300 µm²
* Pre-Repair DR Iteration Count at 4
* Area Overhead vs Synth at 127%
* P per Cell Area at 2310 nW/µm²
* Area leader share at 0.999
* Overall global routing resource usage at 0.0768
* Seq/Total Area, Yosys at 0.999
* Total CTS buffers at 23
* CTS Buffer Depth at 3
* Min-Delay Startpoint: alu_result_in[37]
* Ant diodes at 0
* Clock transition at path regs at 0.03 ns
* CTS tree: done
* Max-slew violations at 0
* Max VDD drop at 0.00176 V
* Vias at 3,891
* WHS at 0.566 ns
* Combinational Gates at 0
* Part of the power in registers at 0.407
* Max H-tree Level at 1
* Critical path type: flop to output port
* CP max stage delay at 0.31 ns
* # Post-CTS Setup Buffers at 0
* IO Count at 409
* Top cells by count, synth: 204 x dfxtp_1, 1 x inv_1
* Die area at 44,500 µm²
* Final setup fails at 204
* Psw at 5.60 mW
* FP Core Util at 0.114
* CTS sink cnt at 204
* Wire length per cell at 13.8 µm
* Number of global-route vias before repair at 4,515
* Worst EP required at 0.80 ns
* DRC viols at 0
* Gpl congestion at 0.830
* First-pass GRT wire length at 25,400 µm
* WL final at 18,200 µm
* Dominant flop cell: dfxtp_1
* Min setup slack post-route at -0.693 ns
* Combinational power share at 0.056
* Initial DRC count at 129
* Mapped Area at 4090 µm²
* Yosys chip area at 4090 µm²
* Post-synth ARST share at 0
* Worst Path Buf+Inv at 1
* Die Y at 211 µm
* Hold depth at 1
* Root Buffer: clkbuf_16
* Die Wd at 211 µm
* Routed vias/inst at 2.96
* Slew @ Worst Pin at 0.266 ns
[layout by cell type, fill, tap and decap left out]
cell type and n:
bufinv_16 4, inv_8 1, inv_1 209, inv_4 2, dfxtp_2 31, buf_6 3, clkbuf_16 23, clkdlybuf4s50_1 204
clkinvlp_2 2, buf_2 201, dfxtp_1 173
[state kept, by name, indices dropped and copies added (netlist names)]
name and cells:
memwrite_out 1, alu_result_out 64, write_reg_out 5, isZeroBranch_out 1, alu_zero_out 1, mem2reg_out 1
write_data_mem_out 64, isUnconBranch_out 1, shifted_PC_out 64, regwrite_out 1, memRead_out 1
[worst max-delay path by stage]
stage | end | slack, ns | depth (start not counted)
finish | alu_result_out[35] | -0.69 | 1
CTS | alu_result_out[56] | -0.73 | 1
global route | write_data_mem_out[61] | -0.75 | 1
[cell type report]
type / instances / area [µm²]
Sequential cell: 204 / 4120
Tap cell: 461 / 577
Fill cell: 3714 / 26400
Clock buffer: 23 / 576
Clock inverter: 218 / 938
Timing Repair Buffer: 408 / 3080
[what timing repair did]
action,4_1_cts,5_1_grt
setup endpoints to repair,204,204
gates resized,681,12
hold endpoints to repair,0,0
[metal layers]
metal,up-vias,share of wire,global-route usage
met3,36,0.13,0.0575
met5,-,0,0
met4,0,0.030,0.0422
li1,1905,-,-
met2,245,0.50,0.124
met1,1705,0.34,0.0677
[power groups by stage]
| stage | Clock, mW | Combinational [mW] | Sequential, mW |
|---|---|---|---|
| finish | 11.6 | 1.20 | 8.75 |
| global route | 13.1 | 1.30 | 8.76 |
| CTS | 12.2 | 1.23 | 8.75 |
[kinds of logic after synthesis]
kind of cell	count (synthesis)	share of synthesized area
DFF	204	0.999
buffers and inverters	1	0.000917
[per-stage QoR]
step / setup slack, ns / power [mW] / instances / TNS [ns]
after floorplan: 0.0385 / 9.97 / 205 / 0
after CTS: -0.735 / 22.2 / 1314 / -142.36
after detailed placement: -0.560 / 11.7 / 1074 / -140.64
final: -0.693 / 21.5 / 1314 / -134.61
after global routing: -0.755 / 23.1 / 1314 / -145.39
after global placement: -0.577 / 11.7 / 1074 / -139.88
Power figures rest on the tool's default switching activity, not on a simulated workload.
